==> flow/design.v <==
module VGA#
  (
   parameter integer CLK_DIV_VAL = 4   
   )
   (
    input logic         clk,
    input logic         reset,
    output logic        hsync,
    output logic        vsync,
    output logic [31:0] bram_addr,
    output logic        bram_en
    );
   logic                         clk_en, clk_en_next;
   localparam logic [9:0]        h_end = 800;
   localparam logic [9:0]        h_left_boundary = 48;
   localparam logic [9:0]        h_right_boundary = 16;
   localparam logic [9:0]        h_writeback = 96;
   localparam logic [9:0]        h_image = 640;
   localparam logic [9:0]        v_end = 525;
   localparam logic [9:0]        v_bottom_boundary = 10;
   localparam logic [9:0]        v_upper_boundary = 33;
   localparam logic [9:0]        v_writeback = 2;
   localparam logic [9:0]        v_image = 480;
   localparam logic [9:0]        v_resolution = 144;
   localparam logic [9:0]        h_resolution = 256;
   logic [9:0]                   h_counter_reg, h_counter_next;
   logic [9:0]                   v_counter_reg, v_counter_next;
   logic                         hsync_reg, hsync_next;
   logic                         vsync_reg, vsync_next;
   logic [$clog2(CLK_DIV_VAL):0] clock_divider_reg, clock_divider_next;
   always_ff @(posedge clk) begin
      if (!reset) begin
         clock_divider_reg <= 0;
         h_counter_reg <= 0;
         v_counter_reg <= 0;         
         hsync_reg <= 0;
         vsync_reg <= 0;
         clk_en <= 0;
      end
      else begin
         clock_divider_reg <= clock_divider_next;
         h_counter_reg <= h_counter_next;
         v_counter_reg <= v_counter_next;
         hsync_reg <= hsync_next;
         vsync_reg <= vsync_next;
         clk_en <= clk_en_next;
      end
   end
   assign   clk_en_next = (clock_divider_reg == 4) ? 1 : 0;
   always_comb begin
      clock_divider_next = clock_divider_reg;      
      if(clock_divider_reg == 4) begin
         clock_divider_next = 0;
      end
      else begin
         clock_divider_next = clock_divider_reg + 1;                 
      end            
   end
   always_comb begin
      h_counter_next = h_counter_reg;      
      if (clk_en == 1) begin
         if (h_counter_reg < (h_end - 1))
           h_counter_next = h_counter_reg + 1;
         else
           h_counter_next = 0;
      end
   end
   always_comb begin
      v_counter_next = v_counter_reg;      
      if (clk_en == 1) begin
         if(h_counter_reg == (h_end - 1)) begin
            if (v_counter_reg < (v_end - 1))
              v_counter_next = v_counter_reg + 1;        
            else
              v_counter_next = 0;            
         end
      end
   end
   always_comb begin
      hsync_next = hsync_reg;
         if (h_counter_reg >= (h_image + h_right_boundary) && 
             h_counter_reg <= (h_image + h_right_boundary + h_writeback - 1))
           hsync_next = 0;
         else
           hsync_next = 1;
   end
   always_comb begin
      vsync_next = vsync_reg;
         if (v_counter_reg >= (v_image + v_bottom_boundary) && 
             v_counter_reg <= (v_image + v_bottom_boundary + v_writeback - 1))
           vsync_next = 0;         
         else
           vsync_next = 1;
   end
   always_comb begin
      bram_en = 1;
         if (h_counter_reg < h_resolution && v_counter_reg < v_resolution)
           bram_addr = (h_counter_reg + v_counter_reg * h_resolution) * 4;    
         else
           bram_addr = (h_resolution * v_resolution + 1) * 4;         
   end
   assign vsync = vsync_reg;
   assign hsync = hsync_reg;
endmodule
==> flow/run.sh <==
#!/bin/bash
# OpenROAD 26Q1-2900-gdf79404cd8, Yosys 0.63+post, stock flow scripts
make -C /OpenROAD-flow-scripts/flow DESIGN_CONFIG=/design/flow/config.mk WORK_HOME=/design/flow/orfs finish
==> flow/config.mk <==
export PLATFORM = sky130hd
export DESIGN_NAME = VGA
export DESIGN_NICKNAME = VGA
export VERILOG_FILES = /design/flow/design.v
export SDC_FILE = /design/flow/constraint.sdc
export NUM_CORES = 4
export LEC_CHECK = 1
export CORE_AREA = 10 10 106 106
export DIE_AREA = 0 0 116 116
==> flow/constraint.sdc <==
current_design VGA

set clk_period 2.3
set clk_io_pct 0.2

create_clock -name clk0 -period $clk_period [get_ports {clk}]

set non_clock_inputs [all_inputs -no_clocks]
set_input_delay [expr $clk_period * $clk_io_pct] -clock clk0 $non_clock_inputs
set_output_delay [expr $clk_period * $clk_io_pct] -clock clk0 [all_outputs]
==> impl_metrics.env <==
# flow metrics
export IMPL_outcome="complete, no violations"
export IMPL_fp_row_count=34
export IMPL_fin_worst_skew_ps=12.15
export IMPL_drc=0
export IMPL_fmax_mhz=457.8
export IMPL_syn2layout_area_growth_pct=35.18
export IMPL_top_cell_area_share_pct=31.54
export IMPL_vias=1514
export IMPL_mi_logic_area_sq_um=1081
export IMPL_synth_seq_cells=26
export IMPL_critPathLaunchType="flip-flop"
export IMPL_core_area_sq_um=8848
export IMPL_drv_cap=0
export IMPL_overflow=0
export IMPL_reg2reg_from="h_counter_reg[5]"
export IMPL_cp_end_kind="output pin"
export IMPL_portBuffers=19
export IMPL_synthTopCellsByArea="dfxtp_1 32%, buf_4 7.7%, ha_1 5.3%"
export IMPL_ys_cells=208
export IMPL_wl_per_cell_um=12.28
export IMPL_cts_root_buf="clkbuf_8"
export IMPL_grt_use_total_pct=6.370
export IMPL_wl_um=4287
export IMPL_die_width_um=116
export IMPL_drive_above_1_share_pct=24.07
export IMPL_drtIter0Drc=97
export IMPL_path_max_fanout=4
export IMPL_via_per_inst=4.338
export IMPL_yosys_stat_seqShare_pct=31.54
export IMPL_most_common_layout_cells="20 x nand2_1, 20 x nor2_1, 20 x buf_4"
export IMPL_syn_avg_cell_area_sq_um=7.934
export IMPL_clkTransAtPathRegs_ps=100
export IMPL_grt_pass1_vias=1424
export IMPL_power_density_nw_per_um2=393.6
export IMPL_yosysChipArea_sq_um=1650
export IMPL_holdWs_ps=526.4
export IMPL_hp_class="flip-flop to flip-flop"
export IMPL_grt_first_pass_wirelength_um=7189
export IMPL_critPathRequiredTime_ps=1840
export IMPL_worstHoldEndpoint="clk_en"
export IMPL_antenna_found_initial=0
export IMPL_grt_max_degree=16
export IMPL_yosys_area_top_type="dfxtp_1"
export IMPL_ir_drop_mv=0.1920
export IMPL_dp_hpwl_um=3084
export IMPL_insertion_delay_ps=280
export IMPL_cts_tree="built"
export IMPL_num_fill_cells=928
export IMPL_reg2reg_depth=4
export IMPL_antennaDiodeCount=0
export IMPL_die_h_um=116
export IMPL_period_minus_slack_ps=2185
export IMPL_fp_util_pct=18.65
export IMPL_synth_warnings=1
export IMPL_r2r_end="v_counter_reg[9]"
export IMPL_tool_warnings=29
export IMPL_setup_viol=0
export IMPL_syn_cell_area_sq_um=1650
export IMPL_gp_congestion=0.8705
export IMPL_period_used_pct=94.98
export IMPL_synthCells=208
export IMPL_htreeDepth=1
export IMPL_ff2ff_setup_slack_ps=360
export IMPL_final_max_slew_violation_count=0
export IMPL_power_mw=0.8780
export IMPL_leakage_nw=1.075
export IMPL_crit_arrival_ps=1720
export IMPL_path_class="flip-flop to output pin"
export IMPL_chipArea_sq_um=13460
export IMPL_clockBufferDepth=2
export IMPL_ys_types=41
export IMPL_clock_sinks=26
export IMPL_io_pins=37
export IMPL_rsz0062_at_grt="no"
export IMPL_regArea_sq_um=535.5
export IMPL_hold_viol_final=0
export IMPL_dr_pass1_iters=4
export IMPL_cts_buffers=3
export IMPL_holdPathStages=2
export IMPL_detail_route_antenna_nets=0
export IMPL_holdCritStartpoint="clock_divider_reg[2]"
## cell usage after synthesis, drive strengths merged
library cell / number
a21o: 2
a21oi: 10
a311oi: 1
a31oi: 1
and2: 3
and3: 10
and4: 4
buf: 19
clkbuf: 8
conb: 2
dfxtp: 26
fa: 1
ha: 7
inv: 8
mux2i: 1
nand2: 23
nand2b: 2
nand3: 8
nand3b: 2
nand4: 6
nor2: 22
nor2b: 2
nor3: 2
nor3b: 1
nor4: 3
nor4b: 1
o211a: 1
o21a: 1
o21ai: 1
o22ai: 6
o32ai: 1
o41ai: 1
or3: 7
or4: 1
xnor2: 6
xor2: 8
## final cells by class
cell class              count  share of cell area, %
clock inverters             1                  1.346
inverters                   8                  1.346
well taps                 108                  6.057
clock buffers               3                  1.851
multi-input cells         162                  48.46
flip-flops and latches     26                  24.00
repair buffers             41                  16.94
## cells by family after synthesis
| family | Yosys count | share of synthesized area (%) |
|---|---|---|
| other | 2 | 0.4551 |
| buffers and inverters | 35 | 12.36 |
| adder cells (fa/ha/maj) | 8 | 6.520 |
| flip-flops | 26 | 31.54 |
| multiplexers | 1 | 0.6065 |
| AND-OR/OR-AND | 25 | 10.01 |
| AND/OR/NAND/NOR | 97 | 31.08 |
| XOR/XNOR | 14 | 7.430 |
## through the flow
step           setup TNS (ps)  std cells  setup slack, ps  util, %  instance area [sq um]
2_1_floorplan               0        223            402.9        -                   1707
3_3_place_gp                0        338            90.20    22.27                   1971
3_5_place_dp                0        338            78.88    22.27                   1971
4_1_cts                -39.81        348           -25.05    24.36                   2156
5_1_grt                     0        349            8.079    25.21                   2231
6_report                    0        349            115.4    25.21                   2231
## metal layers
layer | GRT usage, % | vias to the layer above | wire, um
met1 | 9.712 | 716 | 2054
met2 | 9.253 | 48 | 1841
li1 | - | 746 | -
met5 | 0 | - | 0
met4 | 0.7506 | 0 | 59
met3 | 1.361 | 4 | 332
## worst max-delay path by stage
stage	from	end	cells past startpoint
finish	h_counter_reg[9]	bram_addr[13]	8
CTS	h_counter_reg[9]	bram_addr[15]	6
global route	h_counter_reg[9]	bram_addr[13]	8
## repair_timing
item | CTS | global route
hold buffers | 0 | 0
setup endpoints to repair | 16 | 10
pin swaps | 5 | 6
buffers inserted | 6 | 3
resized | 31 | 19
## power by group
part           total [mW]  internal, mW  switching [mW]
clock               0.386         0.233           0.153
combinational      0.0340        0.0145          0.0195
sequential          0.458         0.455         0.00370
## critical path: stages (launching register included)
cell and delay (ps):
dfxtp_4 370, buf_4 140, ha_4 230, a21o_1 210, buf_4 140, nand2_2 60, xor2_1 140, nor2_1 60
dlymetal6s2s_1 120
Power and IR drop assume default switching activity.
